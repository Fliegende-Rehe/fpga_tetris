[design/flow/design.v]
typedef enum { EV_LEFT, 
               EV_RIGHT, 
               EV_DOWN,
               EV_ROTATE,
               EV_NEW_GAME } user_event_t;
typedef enum { MOVE_DOWN,
               MOVE_LEFT,
               MOVE_RIGHT,
               MOVE_ROTATE,
               MOVE_APPEAR } move_t;
typedef struct packed {
  logic        [3:0][0:3][0:3]                 data;
  logic        [$clog2( 8 )-1:0]      color;
  logic        [1:0]                           rotation;
  logic signed [$clog2( 10 ):0]        x;
  logic signed [$clog2( 20 ):0]        y;
} block_info_t;
typedef struct packed {
  logic [20-1:0][10-1:0][$clog2( 8 )-1:0] field;
  logic [5:0][3:0] score;
  logic [5:0][3:0] lines;
  logic [5:0][3:0] level;
  block_info_t     next_block;
  logic            next_block_draw_en;
  logic            game_over_state;
} game_data_t;
module draw_field
#( 
  parameter PIX_WIDTH = 12  
)
(
  input clk_i,  
  input [PIX_WIDTH-1:0] pix_x_i,  
  input [PIX_WIDTH-1:0] pix_y_i,  
  input game_data_t game_data_i,  
  output [23:0] vga_data_o,  
  output vga_data_en_o  
);
localparam BRICK_X = 30;
localparam BRICK_Y = 30;
localparam BORDER_X = 2;
localparam BORDER_Y = 2;
localparam START_MAIN_FIELD_X = 300;
localparam START_MAIN_FIELD_Y = 200;
logic [$clog2(10)-1:0] main_field_col_num;
logic [$clog2(20)-1:0] main_field_row_num;
logic main_field_in_field;
logic main_field_in_brick;
logic [PIX_WIDTH-1:0] main_field_end_x;
logic [PIX_WIDTH-1:0] main_field_end_y;
draw_field_helper
#( 
  .PIX_WIDTH ( PIX_WIDTH ), 
  .BRICK_X ( BRICK_X ),
  .BRICK_Y ( BRICK_Y ),
  .BRICK_X_CNT ( 10 ),
  .BRICK_Y_CNT ( 20 ),
  .BORDER_X ( BORDER_X ),
  .BORDER_Y ( BORDER_Y )
) main_field (
  .clk_i ( clk_i ),
  .start_x_i ( START_MAIN_FIELD_X ),
  .start_y_i ( START_MAIN_FIELD_Y ),
  .end_x_o ( main_field_end_x ),
  .end_y_o ( main_field_end_y ),
  .pix_x_i ( pix_x_i ),
  .pix_y_i ( pix_y_i ),
  .in_field_o ( main_field_in_field ),
  .in_brick_o ( main_field_in_brick ),
  .brick_col_num_o ( main_field_col_num ),
  .brick_row_num_o ( main_field_row_num )
);
localparam NBP_BRICK_CNT = 6;
logic [PIX_WIDTH-1:0] nbp_field_start_x;
logic [PIX_WIDTH-1:0] nbp_field_start_y;
assign nbp_field_start_x = 'd670;
assign nbp_field_start_y = START_MAIN_FIELD_Y;
logic [$clog2(NBP_BRICK_CNT)-1:0]  nbp_field_col_num;
logic [$clog2(NBP_BRICK_CNT)-1:0]  nbp_field_row_num;
logic nbp_field_in_field;
logic nbp_field_in_brick;
draw_field_helper
#( 
  .PIX_WIDTH ( PIX_WIDTH ), 
  .BRICK_X ( BRICK_X ),
  .BRICK_Y ( BRICK_Y ),
  .BRICK_X_CNT ( NBP_BRICK_CNT ),
  .BRICK_Y_CNT ( NBP_BRICK_CNT ),
  .BORDER_X ( BORDER_X ),
  .BORDER_Y ( BORDER_Y )
) draw_nbp_field (
  .clk_i ( clk_i ),
  .start_x_i ( nbp_field_start_x ),
  .start_y_i ( nbp_field_start_y ),
  .end_x_o ( ),
  .end_y_o ( ),
  .pix_x_i ( pix_x_i ),
  .pix_y_i ( pix_y_i ),
  .in_field_o ( nbp_field_in_field ),
  .in_brick_o ( nbp_field_in_brick ),
  .brick_col_num_o ( nbp_field_col_num ),
  .brick_row_num_o ( nbp_field_row_num )
);
logic [NBP_BRICK_CNT-1:0][NBP_BRICK_CNT-1:0][8-1:0] nbp_field;
logic [0:3][0:3] nbp_block_data;
assign nbp_block_data = game_data_i.next_block.data[ game_data_i.next_block.rotation ];
always_comb
  begin
    for( int i = 0; i < NBP_BRICK_CNT; i++ )
      begin
        for( int j = 0; j < NBP_BRICK_CNT; j++ )
          begin
            if( ( i == 0 ) || ( j == 0 ) ||
                ( i == ( NBP_BRICK_CNT - 1 ) ) || ( j == ( NBP_BRICK_CNT - 1 ) ) )
              begin
                nbp_field[i][j] = 'd0;
              end
            else
              begin
                if( nbp_block_data[i-1][j-1] && game_data_i.next_block_draw_en ) 
                  nbp_field[i][j] = game_data_i.next_block.color;  
                else
                  nbp_field[i][j] = 'd0;
              end
          end
      end
  end
logic [23:0] vga_data;
logic [8-1:0][23:0] vga_colors_pos;
assign vga_colors_pos[0] = 24'hFF_FF_FF;
assign vga_colors_pos[1] = 24'h76_C5_DA;
assign vga_colors_pos[2] = 24'hC9_92_C9;
assign vga_colors_pos[3] = 24'h75_A3_D0;
assign vga_colors_pos[4] = 24'hCC_99_33;
assign vga_colors_pos[5] = 24'h87_C3_7F;
assign vga_colors_pos[6] = 24'hDE_7F_72;
assign vga_colors_pos[7] = 24'h8A_8A_B0;
always_comb
  begin
    vga_data = 24'hFF_FF_FF;
    if( main_field_in_field )
      begin
        if( main_field_in_brick )
          begin
            vga_data = vga_colors_pos[ game_data_i.field[ main_field_row_num ][ main_field_col_num ] ]; 
          end
      end
    else
      if( nbp_field_in_field )
        begin
          if( nbp_field_in_brick )
            begin
              vga_data = vga_colors_pos[ nbp_field[ nbp_field_row_num ][ nbp_field_col_num ] ]; 
            end
        end
  end
assign vga_data_o = vga_data;
assign vga_data_en_o = main_field_in_field || nbp_field_in_field;
endmodule
module draw_field_helper
#( 
  parameter PIX_WIDTH = 12,
  parameter BRICK_X   = 20,  
  parameter BRICK_Y   = 25,  
  parameter BRICK_X_CNT = 10,  
  parameter BRICK_Y_CNT = 20,  
  parameter BORDER_X    = 2,  
  parameter BORDER_Y    = 2   
)
(
  input                                  clk_i,  
  input  [PIX_WIDTH-1:0]                 start_x_i,
  input  [PIX_WIDTH-1:0]                 start_y_i,
  output [PIX_WIDTH-1:0]                 end_x_o,
  output [PIX_WIDTH-1:0]                 end_y_o,
  input  [PIX_WIDTH-1:0]                 pix_x_i,
  input  [PIX_WIDTH-1:0]                 pix_y_i,
  output logic                           in_field_o,
  output logic                           in_brick_o,
  output logic [$clog2(BRICK_X_CNT)-1:0] brick_col_num_o,
  output logic [$clog2(BRICK_Y_CNT)-1:0] brick_row_num_o
);
assign end_x_o = start_x_i + BORDER_X * ( BRICK_X_CNT + 1 ) + BRICK_X * BRICK_X_CNT - 1;
assign end_y_o = start_y_i + BORDER_Y * ( BRICK_Y_CNT + 1 ) + BRICK_Y * BRICK_Y_CNT - 1;
logic [BRICK_X_CNT-1:0][PIX_WIDTH-1:0] col_pix_start;
logic [BRICK_X_CNT-1:0][PIX_WIDTH-1:0] col_pix_end;
logic [BRICK_Y_CNT-1:0][PIX_WIDTH-1:0] row_pix_start;
logic [BRICK_Y_CNT-1:0][PIX_WIDTH-1:0] row_pix_end;
genvar g;
generate
  for( g = 0; g < BRICK_X_CNT; g++ )
    begin : g_col_pix
      assign col_pix_start[g] = ( g + 1 ) * BORDER_X + g * BRICK_X;
      assign col_pix_end[g]   = col_pix_start[g] + BRICK_X - 1'd1;
    end
endgenerate
generate
  for( g = 0 ; g < BRICK_Y_CNT; g++ )
    begin : g_row_pix
      assign row_pix_start[g] = ( g + 1 ) * BORDER_Y + g * BRICK_Y;
      assign row_pix_end[g]   = row_pix_start[g] + BRICK_Y - 1'd1;
    end
endgenerate
logic [$clog2( BRICK_X_CNT )-1:0] brick_col_num;
logic [$clog2( BRICK_Y_CNT )-1:0] brick_row_num;
logic                             in_brick_col;
logic                             in_brick_row;
logic [PIX_WIDTH-1:0] in_field_pix_x;
logic [PIX_WIDTH-1:0] in_field_pix_y;
assign in_field_pix_x = pix_x_i - start_x_i;
assign in_field_pix_y = pix_y_i - start_y_i;
always_comb
  begin
    brick_col_num = '0;
    in_brick_col  = 1'b0;
    for( int i = 0; i < BRICK_X_CNT; i++ )
      begin
        if( ( in_field_pix_x >= col_pix_start[i] ) && 
            ( in_field_pix_x <= col_pix_end[i]   ) )
          begin
            brick_col_num = i;
            in_brick_col  = 1'b1;
          end
      end
  end
always_comb
  begin
    brick_row_num = '0;
    in_brick_row  = 1'b0;
    for( int i = 0; i < BRICK_Y_CNT; i++ )
      begin
        if( ( in_field_pix_y >= row_pix_start[i] ) && 
            ( in_field_pix_y <= row_pix_end[i] ) )
          begin
            brick_row_num = i;
            in_brick_row  = 1'b1;
          end
      end
  end
always_ff @( posedge clk_i )
  begin
    in_field_o  <= ( pix_x_i >= start_x_i ) && ( pix_x_i <= end_x_o ) &&
                  ( pix_y_i >= start_y_i ) && ( pix_y_i <= end_y_o );
    in_brick_o  <=  in_brick_col && in_brick_row;
    brick_col_num_o <= brick_col_num;
    brick_row_num_o <= brick_row_num;
  end
endmodule
[design/flow/run.sh]
#!/bin/bash
# OpenROAD 26Q1-2900-gdf79404cd8, Yosys 0.63+post, stock flow scripts
make -C /OpenROAD-flow-scripts/flow DESIGN_CONFIG=/design/flow/config.mk WORK_HOME=/design/flow/orfs finish
[design/flow/config.mk]
export PLATFORM = sky130hd
export DESIGN_NAME = draw_field
export DESIGN_NICKNAME = draw_field
export VERILOG_FILES = /design/flow/design.v
export SDC_FILE = /design/flow/constraint.sdc
export NUM_CORES = 4
export LEC_CHECK = 1
export CORE_AREA = 10 10 399 399
export DIE_AREA = 0 0 409 409
[design/flow/constraint.sdc]
current_design draw_field

set clk_period 48.9
set clk_io_pct 0.2

create_clock -name clk0 -period $clk_period [get_ports {clk_i}]

set non_clock_inputs [all_inputs -no_clocks]
set_input_delay [expr $clk_period * $clk_io_pct] -clock clk0 $non_clock_inputs
set_output_delay [expr $clk_period * $clk_io_pct] -clock clk0 [all_outputs]
==> job_summary.md <==
## Synthesis and layout report

| Metric | Value |
|---|---|
| Most frequent cells in the layout | clkdlybuf4s50_1, mux4_2, nand2_1 |
| WL/cell | 27.4 um |
| Data required, critical path | 39.12 ns |
| Synth async-reset ratio | 0 |
| Count of cell types in the netlist | 85 |
| Clk buf depth | 2 |
| Crit path max fanout | 8 |
| Layout fillers | 16,400 |
| Grt total ovfl | 0 |
| Vias in the first global route | 20,300 |
| Setup crit start kind | input port |
| Max Cap Violations | 0 |
| Status | finished clean |
| Highest Signal Layer | met5 |
| Least-Margin Pin Slew | 1.07 ns |
| Clock root buffer master | clkbuf_16 |
| TritonCTS Buffers | 3 |
| Finished Layout Cells | 4,214 |
| Core footprint | 150,000 um2 |
| Log Warnings | 145 |
| Arr. time, crit path | 14.91 ns |
| Worst hold stages | 2 |
| Rows | 142 |
| Inst Count DP | 4,175 |
| Synth Register Bits | 19 |
| Cells after synthesis | 1,566 |
| IO buf count | 719 |
| RSZ-0062 raised after global routing | no |
| Leakage power | 8.33 nW |
| Yosys warnings | 5 |
| Hold Vio Cnt, Final | 0 |
| DR DRC count | 0 |
| Clock transition at path regs | 0.06 ns |
| Syn Std Cell Area | 18,700 um2 |
| Slew HR | 0.274 |
| Delay-heaviest family, CP | AND-OR/OR-AND gates |
| PD cells | 16.4 nW/um2 |
| Gr usage total | 0.136 |
| Peak VDD IR | 0.0111 mV |
| Combinational Area | 17,000 um2 |
| Hold_buf cts | 0 |
| Worst Path Buf+Inv | 4 |
| Largest net degree at the start of global routing | 113 |
| Achievable clock frequency | 0.0405 GHz |
| Area Overhead vs Synth | 49.3% |
| Layout cell share with drive strength beyond 1 | 0.264 |
| Fp util | 0.125 |
| DRT iter0 DRCs | 1,155 |
| CTS tree | built |
| Final-report setup violation count | 0 |
| Worst stage delay on the critical path | 0.94 ns |
| Area reported by Yosys stat | 18,700 um2 |
| Register area | 384 um2 |
| Die W | 409 um |
| Post-cts sizing count | 0 |
| First-pass GRT wire length | 159,000 um |
| Sink Count | 19 |
| Slowest CP cell | o311ai_0 |
| Metal1 wirelength | 42,900 um |
| Hold Path Sink | nbp_field_row_num[1] |
| Met3 Routed Length | 13,400 um |
| Synth Area per Inst | 11.9 um2 |
| I/O pin count | 804 |
| Initial antenna violation count | 51 |
| Most numerous logic cell after layout | clkdlybuf4s50_1 |
| Die H | 409 um |
| DR pass1 iterations | 5 |
| Cells in synth_stat.txt | 1,566 |
| Routed WL | 115,000 um |
| Final ANT Viol Nets | 0 |
| Vias/cell | 4.48 |
| Post-DP HPWL | 98,600 um |
| Postcts setup bufs | 0 |
| Chip area | 167,000 um2 |
| Critical-path cell list | clkdlybuf4s50_1 > mux4_2 > mux2i_1 > a22oi_1 > o221ai_1 > o311ai_0 > buf_4 > o211ai_1 > o211ai_1 > o2bb2ai_2 > inv_1 > ha_1 > nand2_1 > nor2_1 > a311oi_1 > clkdlybuf4s50_1 |
| Flip-flops with a built-in enable | 0 |
| Hold Crit Class | input port to flop |
| Hold path start | pix_y_i[11] |
| Tcrit/Tclk final | 0.505 |
| Critical path origin | game_data_i[411] |
| Final GP Congestion | 0.969 |
| Kind of critical path | input port to output port |
| Synth Flop Type | dfxtp_1 |
| Slew Limit Fails | 0 |
| WL met2 | 55,600 um |
| Setup TNS Final | 0 ns |
| WP depth | 16 |
| Crit end category | output port |
| Register area share after synthesis | 0.0203 |
| H-Tree Level Count | 1 |
| DR vias | 18,900 |
| Final Critical Period | 24.69 ns |
-- cells in the mapped netlist, drive strengths merged, types with 6 or more instances --
library cell	instances	area share
buf	147	0.058
o22ai	16	0.0054
a31oi	16	0.0054
mux4	478	0.58
a221oi	10	0.0047
mux2	11	0.0066
mux2i	104	0.056
nor3b	8	0.0032
a21o	10	0.0040
a21oi	45	0.012
nor3	32	0.0094
clkbuf	34	0.0068
o21ai	31	0.0083
a311oi	14	0.0066
inv	41	0.0082
o2bb2ai	6	0.0031
and2	14	0.0047
a211oi	18	0.0075
nor2b	15	0.0050
nand2	119	0.024
xnor2	16	0.0079
dfxtp	19	0.020
and3	11	0.0039
a22oi	27	0.011
nand4	7	0.0023
o21a	7	0.0028
o211ai	8	0.0032
nand2b	18	0.0060
a22o	9	0.0042
nor4	14	0.0047
fa	13	0.014
ha	46	0.031
nor2	60	0.012
nand3	38	0.010
a32oi	15	0.0084
a211o	6	0.0028
xor2	10	0.0047
-- kinds of logic (layout without fill, tap and decap cells) --
group           Yosys count  after routing  synth area share
compound gates          288            288             0.114
xor+xnor                 26             26            0.0126
fa+ha+maj                59             59            0.0447
buf+inv                 223            820            0.0737
flops                    19             19            0.0203
mux                     593            593             0.641
other cells               0             35                 0
simple gates            358            358            0.0940
-- flip-flops by register name (all words and copies together) (netlist names) --
name and cells:
draw_nbp_field.in_field_o 1, main_field.in_field_o 1, nbp_field_row_num 3, main_field_col_num 4, main_field_row_num 5, draw_nbp_field.brick_col_num_o 3, main_field.in_brick_o 1, draw_nbp_field.in_brick_o 1
-- worst max-delay path by stage --
stage,to,slack [ns]
4_1_cts,vga_data_o[18],24.13
5_1_grt,vga_data_o[9],24.00
6_report,vga_data_o[9],24.21
-- power by group --
part | switching (mW) | internal, mW | total, mW
registers | 0.00113 | 0.0158 | 0.0170
clock network | 0.00612 | 0.0110 | 0.0171
logic | 0.223 | 0.201 | 0.425
total | 0.231 | 0.228 | 0.459
-- stage by stage --
| step | utilization | instance area, um2 | worst slack [ns] | power [mW] | hold slack (ns) |
|---|---|---|---|---|---|
| after detailed placement | 0.185 | 27700 | 24.15 | 0.449 | 10.50 |
| after floorplan | - | 18700 | 26.57 | 0.260 | 9.86 |
| after global routing | 0.186 | 27900 | 24.00 | 0.493 | 10.27 |
| after CTS | 0.185 | 27800 | 24.13 | 0.468 | 10.24 |
| after global placement | 0.185 | 27700 | 24.18 | 0.448 | 10.50 |
| final | 0.186 | 27900 | 24.21 | 0.459 | 10.26 |
-- routing by layer --
metal,up-vias,GRT usage
li1,8058,-
met5,-,0.00919
met3,145,0.0641
met2,1113,0.224
met4,16,0.0322
met1,9547,0.158
-- cell type report --
class	instances	area share
inverters	42	0.00578
diodes	35	0.00314
clock buffers	3	0.00269
well taps	2016	0.0904
clock inverters	1	0.000179
flip-flops and latches	19	0.0138
multi-input cells	1324	0.610
repair buffers	774	0.274
Power and IR drop assume default switching activity.
