==> design/flow/design.v <==
module bin_2_bcd
#( 
  parameter BIN_WIDTH = 8,     
  parameter BCD_WIDTH = 3     
)
(
  input        [BIN_WIDTH-1:0]      bin_i,   
  output logic [BCD_WIDTH-1:0][3:0] bcd_o   
);
always_comb
  begin
    bcd_o = '0;   
    for( int b = BIN_WIDTH - 1; b >= 0; b-- )
      begin
        for( int bcd = 0; bcd < BCD_WIDTH; bcd++ )
          begin
            if( bcd_o[ bcd ] >= 4'd5 )
              bcd_o[ bcd ] += 4'd3;
          end
        for( int bcd = BCD_WIDTH - 1; bcd >= 0; bcd-- )
          begin
            bcd_o[ bcd ]    = bcd_o[ bcd ] << 1;
            if( bcd == 0 )
              bcd_o[ bcd ][0] = bin_i[ b ];
            else
              bcd_o[ bcd ][0] = bcd_o[ bcd - 1 ][3];  
          end
      end
  end
endmodule
==> design/flow/run.sh <==
#!/bin/bash
# OpenROAD 26Q1-2900-gdf79404cd8, Yosys 0.63+post, stock flow scripts
make -C /OpenROAD-flow-scripts/flow DESIGN_CONFIG=/design/flow/config.mk WORK_HOME=/design/flow/orfs finish
==> design/flow/config.mk <==
export PLATFORM = sky130hd
export DESIGN_NAME = bin_2_bcd
export DESIGN_NICKNAME = bin_2_bcd
export VERILOG_FILES = /design/flow/design.v
export SDC_FILE = /design/flow/constraint.sdc
export NUM_CORES = 4
export LEC_CHECK = 1
export CORE_AREA = 10 10 70 70
export DIE_AREA = 0 0 80 80
==> design/flow/constraint.sdc <==
current_design bin_2_bcd

set clk_period 7.7
set clk_io_pct 0.2

create_clock -name clk0 -period $clk_period

set non_clock_inputs [all_inputs -no_clocks]
set_input_delay [expr $clk_period * $clk_io_pct] -clock clk0 $non_clock_inputs
set_output_delay [expr $clk_period * $clk_io_pct] -clock clk0 [all_outputs]
==> GITHUB_STEP_SUMMARY <==
### Metrics collected by this job

| Metric | Value |
|---|---|
| Yosys warns | `1` |
| Routed wl met3 | `62 um` |
| Switch Pwr | `85.1 uW` |
| Post-Route Setup TNS | `0 ns` |
| Yosys chip area | `916 um^2` |
| Post-synth seq share | `0%` |
| Area post-placement | `1150 um^2` |
| Routed wire length | `2130 um` |
| Log Warnings | `35` |
| # diodes | `0` |
| Comb area leader | `AND-OR/OR-AND gates` |
| First-pass GRT wire length | `3740 um` |
| Crit end category | `output port` |
| Post-synthesis cell count | `121` |
| Worst hold-check path type | `input pin to output port` |
| GRT Total Usage | `6.61%` |
| Comb power frac | `100.0%` |
| Status | `finished, final reports clean` |
| Post-synthesis mux area share | `11.7%` |
| Core ar. | `3420 um^2` |
| Req. time, crit path | `6.16 ns` |
| Worst slew pin tran | `0.610 ns` |
| Initial antenna violation count | `0` |
| Wire length on met1 | `1020 um` |
| Avg WL per Cell | `11.4 um` |
| Adder Area Share | `10.9%` |
| 1st-iter DRT viols | `53` |
| Highest Signal Layer | `met3` |
| Met2 WL | `1040 um` |
| Die height | `80 um` |
| Pins Over Slew Limit | `0` |
| Syn avg cell area | `7.57 um^2` |
| Pint | `105 uW` |
| Mapped cell area | `916 um^2` |
| P&R area growth vs syn | `32.4%` |
| Fin crit share | `96.5%` |
| Worst Setup SP | `bin_i[5]` |
| Design area | `1210 um^2` |
| Vias | `919` |
| Fmax | `0.135 GHz` |
| Post-Layout Cell Count | `187` |
| Maximum capacitance violations | `0` |
| Power Density | `157 nW/um^2` |
| Sequential standard cell area | `0 um^2` |
| Fillers | `358` |
| Row count | `21` |
| DRC viols | `0` |
| Seq pwr share | `0%` |
| Setup violators final | `0` |
| Yosys aoi share | `35.5%` |
| Switch share | `44.8%` |
| Worst vdd rail ir drop | `0.0625 mV` |
| Flops | `0` |
| RD Place Congestion | `0.902` |
| MI comb area | `905 um^2` |
| Via density | `4.91` |
| Critical path peak fanout | `6` |
| Worst slew margin | `58.1%` |
| Largest net degree at the start of global routing | `11` |
| Crit path to | `bcd_o[6]` |
| Die Width | `80 um` |
| Vias in the first global route | `857` |
| TritonRoute pass-1 iters | `4` |
| Crit path kind | `input pin to output port` |
| Layout cells sized above 1 | `22.7%` |
| Yosys cell count | `121` |
| Post-Synth Simple-Gate Area | `26.2%` |
| Pleak | `0.483 nW` |
| IO Port Bufs | `16` |
| CLK BUF | `0` |
| Die ar. | `6400 um^2` |
| Synth cell types | `47` |
| Worst EP arrival | `5.89 ns` |
| Hold buffers post-CTS | `0` |
| Final hold vios | `0` |
| Yosys xor share | `8.20%` |
| Startpoint Class | `input pin` |
| Min Tclk post-route | `7.43 ns` |
| Final HPWL DP | `1730 um` |
| Num ports | `20` |
| Remaining antenna violation count | `0` |
| Placed cells | `185` |
| Clock share of power | `0%` |
| Total gr overflow | `0` |
| FP Core Util | `26.8%` |
-- power by group through the flow --
stage,logic [mW],clock network [mW],registers [mW]
CTS,0.180,0,0
global route,0.213,0,0
finish,0.190,0,0
-- synth_stat cells (4+ instances only) --
cell type | n | area share [%]
nand2_1 | 12 | 4.9
ha_1 | 8 | 11
a21oi_1 | 6 | 3.3
inv_1 | 6 | 2.5
nor2_1 | 6 | 2.5
nor2b_1 | 6 | 4.1
o21ai_0 | 6 | 3.3
o21ai_1 | 6 | 3.3
nand2b_1 | 4 | 2.7
nand3_1 | 4 | 2.2
-- cells by family after synthesis --
| kind of cell | count (synthesis) |
|---|---|
| simple gates | 44 |
| compound gates | 41 |
| buf+inv | 12 |
| mux | 9 |
| fa+ha+maj | 8 |
| xor+xnor | 6 |
| other cells | 1 |
-- metal layers --
layer	track usage, %	up-vias
met5	0	-
met2	11.8	17
met1	8.87	408
li1	-	494
met4	0	0
met3	0.568	0
-- cell type report --
| type | instances | area share, % |
|---|---|---|
| Tap cell | 46 | 4.75 |
| Timing Repair Buffer | 25 | 18.8 |
| Multi-Input combinational cell | 110 | 74.6 |
| Inverter | 6 | 1.86 |
-- how the worst min path moves through the flow --
| stage | from | end | slack (ns) | depth (start not counted) |
|---|---|---|---|---|
| 6_report | bin_i[0] | bcd_o[0] | 3.08 | 0 |
| 4_1_cts | bin_i[0] | bcd_o[0] | 3.08 | 0 |
| 5_1_grt | bin_i[0] | bcd_o[0] | 3.08 | 0 |
-- worst max-delay path, cell delays in order --
cell	delay (ns)
clkdlybuf4s50_1	0.52
ha_4	0.24
o21ai_1	0.19
xnor2_2	0.16
ha_2	0.25
nand2b_1	0.11
a32oi_4	0.25
buf_4	0.17
mux2_4	0.34
a21oi_2	0.18
mux2i_4	0.10
nand2b_1	0.17
ha_1	0.24
a21oi_1	0.19
mux2_2	0.40
nor2b_1	0.15
o21ai_0	0.09
o31ai_1	0.08
clkdlybuf4s50_1	0.51
-- metrics by stage --
stage	worst slack [ns]	util [%]	total power, mW	hold WS, ns
5_1_grt	-0.00430	35.5	0.213	3.08
3_3_place_gp	0.225	33.6	0.177	3.08
6_report	0.272	35.5	0.190	3.08
3_5_place_dp	0.0901	33.6	0.179	3.08
4_1_cts	0.0608	33.6	0.180	3.08
2_1_floorplan	1.10	-	0.113	3.11
-- placed cells by master, fill, tap and decap left out, types with 2 or more instances in the layout --
cell type         n
conb_1            2
buf_4             9
a21oi_2           2
nor2_1            6
mux2_2            3
a21oi_1           6
o211ai_1          3
ha_1              6
clkdlybuf4s50_1  16
o21ai_0           6
mux2_4            2
or4_1             2
nand4_1           2
nand2b_1          4
mux2i_1           3
xnor2_2           3
o2bb2ai_1         3
nor2_2            2
nand3_1           4
o21ai_1           6
inv_1             6
nand2_1          12
nor2b_1           6
-- repair_timing --
| item | CTS | global route |
|---|---|---|
| endpoints found under the setup margin | 0 | 8 |
| setup buffers | 0 | 2 |
| resized | 0 | 7 |
Power and IR drop assume default switching activity.
