--- flow/config.mk ---
export PLATFORM = sky130hd
export DESIGN_NAME = gen_sys_event
export DESIGN_NICKNAME = gen_sys_event
export VERILOG_FILES = /design/flow/design.v
export SDC_FILE = /design/flow/constraint.sdc
export NUM_CORES = 4
export LEC_CHECK = 1
export CORE_UTILIZATION = 30
--- flow/constraint.sdc ---
current_design gen_sys_event

set clk_period 3.9
set clk_io_pct 0.2

create_clock -name clk0 -period $clk_period [get_ports {clk_i}]

set non_clock_inputs [all_inputs -no_clocks]
set_input_delay [expr $clk_period * $clk_io_pct] -clock clk0 $non_clock_inputs
set_output_delay [expr $clk_period * $clk_io_pct] -clock clk0 [all_outputs]
--- flow/design.v ---
module gen_sys_event(
  input  clk_i,               
  input  srst_i,              
  input  level_changed_i,     
  output sys_event_o          
);
localparam SYS_EVENT_PERIOD_MAX  = 'd67_000_000;  
localparam SYS_EVENT_PERIOD_MIN  = 'd10_000_000;  
localparam SYS_EVENT_PERIOD_STEP = 'd4_000_000;   
logic [31:0] sys_counter      = '0;              
logic [31:0] sys_event_period = SYS_EVENT_PERIOD_MAX;  
logic [31:0] next_sys_event_period;              
logic        counter_eq_period;                 
always_comb
  begin
    if( ( sys_event_period - SYS_EVENT_PERIOD_STEP ) < SYS_EVENT_PERIOD_MIN )
      next_sys_event_period = SYS_EVENT_PERIOD_MIN;
    else
      next_sys_event_period = sys_event_period - SYS_EVENT_PERIOD_STEP;
  end
always_ff @( posedge clk_i )
  if( srst_i )
    sys_event_period <= SYS_EVENT_PERIOD_MAX;  
  else
    if( level_changed_i )
      sys_event_period <= next_sys_event_period;  
always_ff @( posedge clk_i )
  if( srst_i || level_changed_i || counter_eq_period )
    sys_counter <= 'd0;  
  else
    sys_counter <= sys_counter + 1'd1;  
assign counter_eq_period = ( sys_counter == sys_event_period );
assign sys_event_o = counter_eq_period;
endmodule
--- flow/run.sh ---
#!/bin/bash
# OpenROAD 26Q1-2900-gdf79404cd8, Yosys 0.63+post, stock flow scripts
make -C /OpenROAD-flow-scripts/flow DESIGN_CONFIG=/design/flow/config.mk WORK_HOME=/design/flow/orfs finish
==> results.txt <==
run results: Core Box Area 10800 µm², Worst Hold Launch sys_event_period[6], IO buf count 3, relative slew slack 56.0%, clk root buf clkbuf_8, Crit Path Class flip-flop to primary output, # resized after CTS 0, Reg-to-Reg End sys_event_period[18], Yosys warning count 1, largest net degree at the start of global routing 33, worst min-delay path class flip-flop to flip-flop, final hold slack 0.499 ns, P_leak 1.28 nW, non-filler cells in the finished layout 547, yosys cell count 412, gr usage total 13.0%, post-synth cell types 46, grt ovf 0, fin util 33.6%, Post-Route WL 7.05 mm, I/O pin count 4, Area Overhead vs Synth 9.24%, Top cell excl fill/tap dfxtp_1, CP Data Required Time 3.12 ns, drt initial violations 201, unrepaired setup endpoints after global routing no, Worst-Skew Late Latency 0.34 ns, startpoint types flip-flop, FMAX 302 MHz, reg2reg path depth 9, main flop type dfxtp_1, Worst Hold End sys_event_period[6], Initial Util 30.7%, maximum vdd drop 0.183 mV, DRC violations left 0, Top cells excl fill/tap 58 x dfxtp_1, 55 x nor2_1, 51 x xor2_1, Cells after DPL 531, Post-DP Area 3440 µm², Core Rows 38, Max Cap Viol 0, width of the chip 107 µm, Setup crit end kind primary output, FFs w/ async S/R, synth 0%, GPL Wtd Cong 0.857, Worst-Margin Slew 0.658 ns, Final min period 3.32 ns, CP arrival 2.54 ns, DIE AREA 11500 µm², Die H 107 µm, R2R Setup Slk 0.79 ns, WHS Path Cells 2, post-DR vias/cell 4.94, Avg Synthesized Cell Area 8.08 µm², TritonCTS clock tree built, DP HPWL 5.05 mm, Syn Inst Count 412, DR vias 2700, clock transition at the registers of the reported paths 0.06 ns, Worst Path Max Fanout 12, status complete, no violations, OpenROAD warning count 27, synthesized area 3330 µm², first-pass GRT wire length 11.8 mm, pins over their slew limit 0, CTS buffer count 9, Seq share, synth 34.9%, hold bufs inserted after CTS 0, Post-synth EDFFs 0, drt first pass iters 4, Longest Clk Path Bufs 2, r2r startpoint sys_event_period[12], routed len/inst 12.9 µm, ratio of final minimum period to clock period 85.0%, pwr dens 405 nW/µm², layout cell share with drive strength beyond 1 6.39%, postcts setup bufs 0, Worst Skew 0.0132 ns, H-tree depth 3, initial antenna violation count 0, Diodes inserted 0, setup TNS 0 ns, final hold vios 0, ys flops 58, Clock Sinks 58, vias in the first global route 2431, Post-Layout Inst Area 3640 µm², final setup fails 0, antenna viol nets, final 0, post-synthesis chip area from yosys 3330 µm²
## sequential cells by signal, summed over array words and instances, names as in the netlist
| signal | flops |
|---|---|
| sys_counter | 32 |
| sys_event_period | 26 |
## where the power goes
group,internal (mW),leakage [nW],switching (mW)
clock network,0.310,0.103,0.234
registers,0.617,0.471,0.0727
logic,0.106,0.710,0.132
## routing by layer
metal	track usage (%)	part of all wire, %
met1	19.4	50
met2	20.5	43
met3	1.85	4.4
met4	1.86	1.9
met5	0	0
## critical path: stages (launching register included)
cell and delay (ns):
dfxtp_1 0.64, xor2_1 0.13, nor4_1 0.33, nand2_1 0.11, nor4_1 0.45, clkdlybuf4s50_1 0.54
## worst max-delay path by stage
stage               startpoint     endpoint
4_1_cts   sys_event_period[23]  sys_event_o
5_1_grt   sys_event_period[23]  sys_event_o
6_report  sys_event_period[23]  sys_event_o
## cells in the mapped netlist, types with 2 or more instances
cell / number / area share, %
or3_1: 14 / 2.6
nor2_1: 55 / 6.2
a31oi_1: 3 / 0.56
nor3_1: 15 / 2.3
o2111ai_1: 2 / 0.53
and3_1: 8 / 1.5
xnor2_1: 30 / 7.9
nand2_1: 40 / 4.5
buf_1: 2 / 0.23
a21oi_1: 9 / 1.4
a21o_1: 3 / 0.68
buf_6: 2 / 0.68
dfxtp_1: 58 / 35
buf_2: 2 / 0.30
nor3b_1: 2 / 0.45
nand2b_1: 3 / 0.56
o211ai_1: 2 / 0.45
xor2_1: 51 / 13
nor4_1: 8 / 1.5
o21a_1: 2 / 0.45
or4_1: 2 / 0.45
o21ai_0: 12 / 1.8
a211oi_1: 3 / 0.68
nand4_1: 6 / 1.1
inv_1: 11 / 1.2
and2_1: 2 / 0.38
nand3_1: 21 / 3.2
clkbuf_1: 22 / 2.5
nand3b_1: 2 / 0.45
ha_1: 4 / 1.5
## per-stage QoR
| step | total power [mW] | worst slack [ns] |
|---|---|---|
| global placement | 0.938 | 0.861 |
| finish | 1.47 | 0.584 |
| floorplan | 0.894 | 1.26 |
| global route | 1.55 | 0.378 |
| detailed placement | 0.937 | 0.791 |
| CTS | 1.49 | 0.552 |
## kinds of logic after synthesis
logic type	count (synthesis)	synth area share [%]
DFF	58	34.9
adders and majority gates	4	1.50
xor gates and xnor gates	81	21.3
and+or+nand+nor	184	27.3
buffers and inverters	39	4.92
AOI/OAI and AO/OA	46	10.1
## area by class of cell
type	instances	area, µm²
clock buffers	11	141
clock inverters	5	53.8
fillers	1102	7200
inverters	11	41.3
multi-input cells	315	2000
flip-flops and latches	58	1160
well taps	140	175
repair buffers	7	60.1
No activity file was given, so power comes from the tool's default toggle rates.
